### /design/flow/config.mk
export PLATFORM = sky130hd
export DESIGN_NAME = S_DES
export DESIGN_NICKNAME = S_DES
export VERILOG_FILES = /design/flow/design.v
export SDC_FILE = /design/flow/constraint.sdc
export NUM_CORES = 4
export LEC_CHECK = 1
export CORE_UTILIZATION = 40
### /design/flow/constraint.sdc
current_design S_DES

set clk_period 5.5
set clk_io_pct 0.2

create_clock -name clk0 -period $clk_period [get_ports {clk}]

set non_clock_inputs [all_inputs -no_clocks]
set_input_delay [expr $clk_period * $clk_io_pct] -clock clk0 $non_clock_inputs
set_output_delay [expr $clk_period * $clk_io_pct] -clock clk0 [all_outputs]
### /design/flow/design.v
module S_DES(clk, reset, plaintext, key, S0, S1, ciphertext, decryptedtext);
input clk, reset;
input [7:0] plaintext;                                                   
input [9:0] key;                                                         
input [31:0] S0, S1;                                                     
output [7:0] ciphertext, decryptedtext;                                  
wire [7:0] ct, dt;
reg [7:0] reg_plaintext, reg_ciphertext, reg_decryptedtext;
S_DES_encryption SDESen(reg_plaintext[7:0], key[9:0], S0[31:0], S1[31:0], ct[7:0]);
S_DES_decryption SDESde(ct[7:0], key[9:0], S0[31:0], S1[31:0], dt[7:0]); 
always @(posedge clk or negedge reset)
begin
	if(~reset)
	begin
		reg_plaintext <= 8'b0;
		reg_ciphertext <= 8'b0;
		reg_decryptedtext <= 8'b0;
	end	
	else
	begin
		reg_plaintext <= plaintext;
		reg_ciphertext <= ct;
		reg_decryptedtext <= dt;
	end 
end
assign ciphertext[7:0] = reg_ciphertext[7:0]; 
assign decryptedtext[7:0] = reg_decryptedtext[7:0];
endmodule
module S_DES_Fk(IP, key, S0, S1, res);
input [7:0] IP, key;
input [31:0] S0,S1;
output [7:0] res;
wire [4:0] index0, index1;
assign index0[4:0] = {IP[0] ^ key[7], IP[1] ^ key[4], IP[3] ^ key[6], IP[2] ^ key[5], 1'b0}; 
assign index1[4:0] = {IP[2] ^ key[3], IP[3] ^ key[0], IP[1] ^ key[2], IP[0] ^ key[1], 1'b0}; 
assign res[7:4] = {IP[7] ^ S0[index0], IP[6] ^ S1[index1], IP[5] ^ S1[index1+1], IP[4] ^ S0[index0+1]}; 
assign res[3:0] = IP[3:0] ;
endmodule
module S_DES_decryption(plaintext, key, S0, S1, decryptedtext);
input [7:0] plaintext;                                                   
input [9:0] key;                                                         
input [31:0] S0, S1;                                                     
output [7:0] decryptedtext;                                                 
wire [7:0] IP, IP_1, K1, K2;                                             
wire [7:0] res1,sw,res2;
assign K1 = {key[1],key[3],key[9],key[6],key[2],key[7],key[0],key[4]};   
assign K2 = {key[2],key[7],key[4],key[5],key[0],key[2],key[9],key[1]};   
assign IP[7:4] = {plaintext[6],plaintext[2],plaintext[5],plaintext[7]};  
assign IP[3:0] = {plaintext[4],plaintext[0],plaintext[3],plaintext[1]};  
S_DES_Fk f1(IP[7:0], K2[7:0], S0[31:0], S1[31:0], res1[7:0]);            
assign sw[7:4] = res1[3:0];                                              
assign sw[3:0] = res1[7:4];                                              
S_DES_Fk f2(sw[7:0], K1[7:0], S0[31:0], S1[31:0], res2[7:0]);            
assign IP_1[7:4] = {res2[4], res2[7], res2[5], res2[3]};                 
assign IP_1[3:0] = {res2[1], res2[6], res2[0], res2[2]};                 
assign decryptedtext[7:0] = IP_1[7:0];
endmodule
module S_DES_encryption(plaintext, key, S0, S1, ciphertext);
input [7:0] plaintext;                                                   
input [9:0] key;                                                         
input [31:0] S0, S1;                                                     
output [7:0] ciphertext;                                                 
wire [7:0] IP, IP_1, K1, K2;                                             
wire [7:0] res1,sw,res2;
assign K1 = {key[1],key[3],key[9],key[6],key[2],key[7],key[0],key[4]};   
assign K2 = {key[2],key[7],key[4],key[5],key[0],key[2],key[9],key[1]};   
assign IP[7:4] = {plaintext[6],plaintext[2],plaintext[5],plaintext[7]};  
assign IP[3:0] = {plaintext[4],plaintext[0],plaintext[3],plaintext[1]};  
S_DES_Fk f1(IP[7:0], K1[7:0], S0[31:0], S1[31:0], res1[7:0]);            
assign sw[7:4] = res1[3:0];                                              
assign sw[3:0] = res1[7:4];                                              
S_DES_Fk f2(sw[7:0], K2[7:0], S0[31:0], S1[31:0], res2[7:0]);            
assign IP_1[7:4] = {res2[4], res2[7], res2[5], res2[3]};                 
assign IP_1[3:0] = {res2[1], res2[6], res2[0], res2[2]};                 
assign ciphertext[7:0] = IP_1[7:0];
endmodule
### /design/flow/run.sh
#!/bin/bash
# OpenROAD 26Q1-2900-gdf79404cd8, Yosys 0.63+post, stock flow scripts
make -C /OpenROAD-flow-scripts/flow DESIGN_CONFIG=/design/flow/config.mk WORK_HOME=/design/flow/orfs finish
==> impl_metrics.csv <==
group,metric,value,unit
cts,post_cts_buffers,0,
critical_path,startpoint_type,"input port",
cts,path_clk_slew,0.09,ns
global_route,grt_pass1_vias,3481,
critical_path,r2r-start,"reg_plaintext[1]$_DFF_PN0_",
synthesis,edf_count,0,
synthesis,yosysChipArea,4060,um2
global_route,track_usage,0.233,
routing,drt_pass1_iterations,4,
run,maxCapViolations,0,
routing,vias_per_cell,6.00,
sta,period_needed,4.63,ns
finish,drive_above_1_share,0.155,
finish,final_core_util,0.532,
synthesis,ff_type,"dfrtp_1",
critical_path,worstSetupPathType,"in2reg",
pwr,p_leak,2.01,nW
sta,hold_violations,0,
sta,finClkSkew,0.0101,ns
synthesis,synth_cell_types,62,
synthesis,synth_warnings,1,
cts,ctsHtreeMaxLevel,1,
cts,clk_latency,0.27,ns
sta,grt_setup_unrepaired,"false",
synthesis,synth-async-reset-ratio,1.00,
synthesis,synthCells,446,
routing,drtIter0Drc,212,
place,place_ws,0.548,ns
sta,timing.hold.ws,0.518,ns
place,io_buffers,98,
critical_path,crit_required,5.67,ns
sta,slew_headroom,0.510,
synthesis,avgSynthCellArea,9.10,um2
finish,area_delta_synth_final,28.6,%
cts,cts_buffers,3,
cts,cts_resized,0,
critical_path,crit_start,"key[9]",
global_route,grt_max_degree,46,
worst_hold_path,hp-class,"reg2reg",
run,openroad.warnings,26,
sta,fin_setup_tns,0,ns
routing,drc,0,
pwr,p_per_area,212,nW/um2
sta,finalSetupViolCount,0,
global_route,grt.overflow.total,0,
critical_path,cp_max_fo,21,
routing,vias,3934,
synthesis,yosys.stat.seqShare,0.148,
routing,routed_wl,12.0,mm
routing,drt.antenna.violating_nets,0,
critical_path,worstPathArrival,4.79,ns
routing,diodes,0,
sta,timing.final.crit_share,0.841,
floorplanning,boundaryPins,100,
pwr,max-vdd-ir-drop,0.0000910,V
synthesis,ys_cells,446,
status,outcome,"finished, final reports clean",
synthesis,yosys.area.top_type_share,0.148,
floorplanning,die_w,103,um
sta,report.final.slew_viol_count,0,
synthesis,topCellsByArea,"dfrtp_1 (15%), mux2i_1 (8.4%), mux4_2 (8.3%), mux4_1 (4.5%), o2111a_1 (4.4%)",
synthesis,yosysTopAreaCell,"dfrtp_1",
floorplanning,core-area,9820,um2
synthesis,syn_area,4060,um2
floorplanning,fp_util,0.413,
sta,max_freq,216,MHz
place,routabilityCongestion,0.904,
cts,root_buffer,"clkbuf_8",
critical_path,ff2ff_setup_slack,1.52,ns
synthesis,ys_seq_elements,24,
sta,fin_ws,0.874,ns
cts,cts_tree,"built",
place,place_area,5160,um2
cts,clock_sinks,24,
cts,clk_path_buf_depth,2,
cts,postCtsHoldBufs,0,
floorplanning,chip_area,10600,um2
critical_path,rr_worst_depth,9,
routing,wl_per_cell,18.3,um
critical_path,r2r-end,"reg_ciphertext[5]$_DFF_PN0_",
global_route,antenna_found_initial,0,
finish,n_fill_cell,930,
sta,worst_pin_slew,0.720,ns
critical_path,crit_path_end_kind,"register",
place,hpwl,8.86,mm
floorplanning,num_rows,36,
floorplanning,die_h,103,um
global_route,grt_pass1_wl,18.8,mm
critical_path,crit_path_end,"reg_ciphertext[2]$_DFF_PN0_",
finish,fin_area,5220,um2
[critical path, stage by stage]
cell             delay, ns
clkdlybuf4s50_1       0.58
xor2_4                0.37
mux4_2                0.64
mux2i_4               0.59
buf_4                 0.24
mux2i_1               0.07
o31a_1                0.30
nor4_1                0.35
or3_1                 0.19
a21oi_1               0.07
nor4bb_1              0.26
[cell type report]
cell class,instances,area (um2),area share
inverters,22,82.6,0.0158
well taps,133,166,0.0319
repair buffers,117,1120,0.215
multi-input cells,356,3190,0.611
clock buffers,4,55.1,0.0105
flip-flops and latches,24,601,0.115
[synthesized netlist by cell type, types with 7 or more instances]
cell type,count
inv_1,22
a311oi_1,17
xnor2_1,8
mux2_2,12
mux2i_1,34
xor2_1,9
o311ai_0,7
a21oi_1,21
nor3_1,9
buf_2,7
nand3_1,19
o2111ai_1,9
mux4_1,7
dfrtp_1,24
clkbuf_1,25
nand2_1,42
or3_1,7
nor2_1,16
o2111a_1,16
mux4_2,15
nand4b_1,11
[through the flow]
stage,cells,total power [W]
after floorplan,446,0.000717
after global placement,652,0.000976
after detailed placement,652,0.000983
after CTS,656,0.00111
after global routing,656,0.00118
final,656,0.00111
[cells in the final DEF (no fill, tap or decap), drive strengths merged, types with 6 or more instances in the layout]
master | synthesis | final
clkdlybuf4s50 | 0 | 98
nand2 | 42 | 42
mux2i | 40 | 40
dfrtp | 24 | 24
inv | 22 | 22
mux4 | 22 | 22
a21oi | 21 | 21
nand3 | 19 | 19
buf | 17 | 19
a311oi | 17 | 17
nor2 | 16 | 16
o2111a | 16 | 16
xor2 | 16 | 16
mux2 | 14 | 14
nand4b | 11 | 11
xnor2 | 11 | 11
nor3 | 9 | 9
o2111ai | 9 | 9
o311ai | 7 | 7
or3 | 7 | 7
nor2b | 6 | 6
nand3b | 6 | 6
or4b | 6 | 6
[layer usage]
layer | part of all wire | wire length [um] | GRT usage
met5 | 0 | 0 | 0
met4 | 0.0038 | 46 | 0.00975
met3 | 0.066 | 793 | 0.0234
met2 | 0.45 | 5410 | 0.343
met1 | 0.48 | 5740 | 0.397
[flip-flops by register name, summed over array words and instances (netlist names)]
register           flops
reg_decryptedtext      8
reg_ciphertext         8
reg_plaintext          8
[worst min-delay path by stage]
| stage | startpoint | end | slack [ns] | depth (start not counted) |
|---|---|---|---|---|
| 4_1_cts | reg_plaintext[2]$_DFF_PN0_ | reg_decryptedtext[2]$_DFF_PN0_ | 0.52 | 0 |
| 5_1_grt | reg_plaintext[2]$_DFF_PN0_ | reg_decryptedtext[2]$_DFF_PN0_ | 0.54 | 0 |
| 6_report | reg_plaintext[2]$_DFF_PN0_ | reg_decryptedtext[2]$_DFF_PN0_ | 0.52 | 0 |
[cells by family (layout without fill, tap and decap cells)]
family          after synthesis  after routing  synth area share
flops                        24             24             0.148
simple gates                150            150             0.208
buf+inv                      66            143            0.0721
compound gates              101            101             0.199
mux                          76             76             0.277
xor+xnor                     29             29            0.0968
[power by group]
part           internal, W  total [W]  switching [W]  leakage (nW)
Sequential        0.000206   0.000223      0.0000168         0.279
Combinational     0.000383   0.000761       0.000378          1.70
Clock            0.0000639   0.000122      0.0000581        0.0288
Power figures rest on the tool's default switching activity, not on a simulated workload.
